==> ./config.mk <==
export PLATFORM = sky130hd
export DESIGN_NAME = testAdcTrigger
export DESIGN_NICKNAME = testAdcTrigger
export VERILOG_FILES = /design/flow/design.v
export SDC_FILE = /design/flow/constraint.sdc
export NUM_CORES = 4
export LEC_CHECK = 1
export CORE_AREA = 10 10 70 70
export DIE_AREA = 0 0 80 80
==> ./constraint.sdc <==
current_design testAdcTrigger

set clk_period 3.6
set clk_io_pct 0.2

create_clock -name clk0 -period $clk_period [get_ports {clk}]

set non_clock_inputs [all_inputs -no_clocks]
set_input_delay [expr $clk_period * $clk_io_pct] -clock clk0 $non_clock_inputs
set_output_delay [expr $clk_period * $clk_io_pct] -clock clk0 [all_outputs]
==> ./design.v <==
module final_project(input logic clk, reset, sclk, load,
							output logic sdo,
							input logic adcMiso, 
							output logic adcMosi, CS, spiClk,
                    output logic [3:0] stepperWires,
						  output logic laserControl,
						  output logic [3:0] leds);
		logic [2:0] currentNote;
		logic [7:0] [7:0] strings;
		logic trigger;
		spi_raspi_slave2 srs(load, sclk, sdo, strings);  
		oscillateMirror2 om(clk, reset, stepperWires, currentNote, trigger, laserControl);  
		updateStrings un(clk, reset, adcMiso, adcMosi, CS, spiClk, trigger, currentNote, strings);  
		assign leds[3:0] = {currentNote,trigger};  
endmodule
module spi_raspi_slave2(input logic load, sck,
			  output logic sdo,  
			  input logic [7:0] [7:0] strings);  
		logic [2:0] stringState;
		logic [2:0] whichBit;
		always_ff @(posedge sck) begin
			if (!load)
				{stringState,whichBit} <= 6'b0;
			else
				{stringState,whichBit} <= {stringState,whichBit} + 1'b1;
		end   
		assign sdo = strings[stringState][7-whichBit];
endmodule
module oscillateMirror2(input logic clk, reset,
						  output logic [3:0] stepperWires,
						  output logic [2:0] currentNote,
						  output logic ADCload,
						  output logic laserControl);
	logic [18:0] counter;
	logic [3:0] turns;  
	logic [2:0] stepCount;  
	logic forward;
	logic moving;
	logic [18:0] nextCounter;
	always_ff @(posedge clk) begin
		nextCounter = counter +1'b1;
		if (reset) begin  
			turns <= 4'b0001;
			stepCount = 3'b0;
			forward = 1'b1;  
			moving<=1'b0;
			nextCounter = 19'b0;
		end
		if (moving&&((counter[17:0] == 18'h18000)||(counter[17:0] == 18'h02000))) begin
			turns <= forward ? {turns[2:0], turns[3]} : {turns[0], turns[3:1]};
		end
		if (moving&&(counter[17:0] == 18'h2F000)) begin
			nextCounter = 0;  
			moving <= 1'b0;
			stepCount = forward? stepCount + 1'b1:stepCount - 1'b1;
			if ((stepCount == 7)||(stepCount==0)) begin 
			forward = ~forward;  
			end
		end
		if ((~moving)&&(counter==19'h3E000)) begin
			moving <= 1'b1;
			nextCounter = 0;  
		end
		counter <= nextCounter;  
	end
	assign stepperWires = turns;  
	assign currentNote = stepCount[2:0];  
	assign laserControl = ~moving && (counter > 19'h00FFF && counter < 19'h4F000);  
	assign ADCload = ~moving && (counter>200000)&&(counter<200010);  
endmodule
module updateStrings(input logic clk, reset, miso,
							output logic mosi, CS, spiClk,
							input logic trigger,
							input logic [2:0] stringToCheck,
							output logic [7:0] [7:0] strings);
	logic [18:0] counter;  
	logic [9:0] adcReading;
	logic dataReady;  
	ADCreader ar(clk,reset,trigger,miso,mosi,CS,spiClk,adcReading,dataReady);
	logic [2:0] holdStringToCheck;
	always_ff @(posedge clk) begin
		if (trigger) holdStringToCheck <= stringToCheck;
		if (dataReady&~trigger) strings[holdStringToCheck] <= adcReading[9:2]; 
	end
endmodule
module spiPulseGen(input clk,
						output spiTrigger, spiClk);
	logic [6:0] cnt;
	always_ff @(posedge clk)
	begin
		cnt<=cnt+1'b1;
	end
	assign spiTrigger = (cnt==7'b1000000);
	assign spiClk = cnt[6];
endmodule
module testAdcTrigger(input logic clk,
						output logic reducedClk);
	logic [13:0] cnt;
	always_ff @(posedge clk)
	begin
		cnt<=cnt+1'b1;
	end
	assign reducedClk = (cnt[13:2]==12'b100000000000);
endmodule
module ADCreader(input logic clk, reset, start,
						input logic miso,
						output logic mosi, CS, spiClk,
						output logic [9:0] adcReading,
						output logic dataReady);
	logic spiClkTrigger, moduleOn,spiClkGen;
	spiPulseGen spg(clk,spiClkTrigger,spiClkGen);
	assign spiClk = spiClkGen; 
	logic [3:0] spiBitCounter;  
	logic [15:0] shiftOut,shiftIn;
	always_ff @(posedge clk) 
	begin
		if (reset) begin 
			spiBitCounter <= 4'b1111;
			moduleOn <= 1'b0;
			shiftOut <= 16'hFF;
		end
		else begin
			if(start) moduleOn<=1'b1;
			else moduleOn <= (dataReady&spiClkGen? 1'b0:moduleOn);
			spiBitCounter <= (spiClkTrigger && moduleOn)?(spiBitCounter+1'b1):spiBitCounter;
			if (spiClkTrigger && moduleOn) begin
				shiftOut[15:0] <= {shiftOut[0],shiftOut[15:1]};
				shiftIn[15:0] <= {shiftIn[14:0],miso};
			end
		end
	end
	assign dataReady = (spiBitCounter == 4'b1111);	 
	assign CS = ~moduleOn;
	assign mosi = 1'b1;  
	assign adcReading = shiftIn[10:1];
endmodule
==> ./run.sh <==
#!/bin/bash
# OpenROAD 26Q1-2900-gdf79404cd8, Yosys 0.63+post, stock flow scripts
make -C /OpenROAD-flow-scripts/flow DESIGN_CONFIG=/design/flow/config.mk WORK_HOME=/design/flow/orfs finish
==> out/qor.yml <==
clocking:
  tritoncts_num_sinks: 14
  post_cts_clock_slew_at_the_launch_and_capture_registers_of_the_worst_setup_and_hold_paths_ns: 0.08
  number_of_clock_buffers_inserted_by_tritoncts: 3
  clock_path_buffers: 2
  htreeDepth: 1
  cts_root_buffer: "clkbuf_4"
  tritoncts: "done"
  cts_resized: 0
  clock.latency.late_pin_ns: 0.27
  cts_hold_fix_bufs: 0
  postCtsSetupBuffers: 0
timing:
  finClkSkew_ns: 0.00539
  hold_ws_ns: 0.422
  timing.final.crit_share_pct: 64.3
  maxSlewHeadroom_pct: 81.7
  grt_setup_unrepaired: "false"
  finalSetupViolCount: 0
  worstMarginPinSlew_ns: 0.270
  peak_clock_frequency_supported_by_timing_mhz: 432
  pins_over_slew_limit: 0
  setup_tns_final_ns: 0
  finalHoldViolations: 0
  timing.final.crit_period_ns: 2.31
detailed_routing:
  dr_total_vias: 396
  dr_iter_0_viols: 25
  route.layer.met1.wl_microns: 422
  met3WireLength_microns: 82
  totalWireLength_microns: 848
  antenna-diode-count: 0
  highest-signal-layer: "met4"
  vias_per_cell: 3.77
  first_pass_iters: 4
  remaining_drc_errors: 0
  met2_length_microns: 319
  residual_antenna_violating_net_count_after_detailed_routing: 0
  routed_wire_length_per_instance_microns: 8.08
placement:
  post-dp-hpwl_microns: 592
  io_buffers: 1
  gp_congestion: 0.763
  postPlaceCellArea_sq_um: 622
  dpl.cell_count: 101
finish:
  largest_register_ffs: 14
  area.growth.synth_to_final_pct: 18.7
  final_cells: 105
  drive_gt1_share_pct: 11.9
  design_area_sq_um: 658
  max_flop_register: "cnt"
  fillCellCount: 385
  biggestRegsByFlops: "cnt (14)"
setup_path:
  crit_chain: "nor4b_1, and3_1, clkdlybuf4s50_1"
  cpPeakStageDelay_ns: 0.45
  rr_startpoint: "cnt[0]"
  critPathBufInv: 1
  slowest_stage: "clkdlybuf4s50_1"
  data_required_time_at_the_worst_endpoint_ns: 2.88
  timing.critical_path.from_type: "flip-flop"
  cp-startpoint: "cnt[10]"
  crit_path_end_kind: "output port"
  worst-path-max-fanout: 4
  worst_path_dominant_cell_family: "simple AND/OR/NAND/NOR gates"
  path_class: "reg2out"
  worst-endpoint-arrival_ns: 1.59
logic_synthesis:
  xor_share_pct: 19.0
  yosys_synthesis_chip_area_sq_um: 554
  yosys-stat-cells: 54
  postSynthRegisterBits: 14
  syn-mean-instance-area_sq_um: 10.3
  netlist_instances: 54
  syn-cell-area_sq_um: 554
  synth.cellmix.adderShare_pct: 2.26
  netlist.top_cell.by_instances: "dfxtp_1"
  synth.cellmix.simpleShare_pct: 26.9
  synthMuxAreaShare_pct: 0
  most_common_reg_cell: "dfxtp_1"
  synth.yosys.warnings: 1
  edf_count: 0
  netlist_top_cells_area: "dfxtp_1, xor2_1, xnor2_1, nand4_1, nor4_2"
  compound_area_share_pct: 0
  synth_top_cell_by_area: "dfxtp_1"
  netlist.area_leader.share_pct: 50.6
  common_cells: "dfxtp_1, xor2_1, nand2_1, nand4_1, nor3_1"
  postSynth.asyncResetShare_pct: 0
  synthDistinctLibCells: 15
  synth_sequential_area_ratio_pct: 50.6
  synth.comb.largest_family: "simple AND/OR/NAND/NOR gates"
power_and_ir_drop:
  power-per-cell-area_nw_per_um2: 402
  ir_drop_mv: 0.287
  power_leakage_uw: 0.000259
grt:
  largest_net_degree_at_the_start_of_global_routing: 9
  grt.overflow.total: 0
  first_global_vias: 341
  track_usage_pct: 2.97
  grt_antenna_before_repair: 0
  wire_length_of_the_first_global_routing_pass_microns: 1590
floorplan:
  chip_area_sq_um: 6400
  placement_rows: 21
  fp-utilization_pct: 16.2
  die_width_microns: 80
  placeableCoreArea_sq_um: 3420
  die_h_microns: 80
  design.portCount: 2
job:
  cap_violations: 0
  tool_warnings: 25
run_status:
  status: "completed"
min_path:
  worstHoldPathType: "reg2reg"
  hold_path_origin: "cnt[0]"
## path summary, 6_finish.rpt
kind / to / slack (ns) / cells after the start
worst max register to register: cnt[10] / 2.33 / 4
worst min-delay path: cnt[0] / 0.42 / 1
worst max-delay path: reducedClk / 1.29 / 3
worst min register to register: cnt[0] / 0.42 / 1
## routing by layer
| metal | global-route usage [%] | up-vias |
|---|---|---|
| met5 | 0 | - |
| met4 | 0.704 | 0 |
| met3 | 1.59 | 2 |
| met2 | 3.21 | 16 |
| met1 | 4.70 | 176 |
| li1 | - | 202 |
## cell type report
class / count / area [sq um] / area share, %
timing repair buffer: 1 / 10.0 / 1.52
tap: 46 / 57.6 / 8.75
inverter: 2 / 7.51 / 1.14
sequential: 14 / 280 / 42.6
clock buffer: 4 / 36.3 / 5.51
multi-input combinational: 38 / 267 / 40.5
## cell families (layout without fill, tap and decap cells)
family                   Yosys count  count (layout)
AND/OR/NAND/NOR                   25              25
flip-flops                        14              14
XOR/XNOR                          12              12
buffers and inverters              2               7
adder cells (fa/ha/maj)            1               1
## per-stage QoR
stage	worst slack [ns]	power (uW)	util, %
4_1_cts	1.26	266	19.3
6_report	1.29	265	19.3
3_3_place_gp	1.58	158	18.2
5_1_grt	1.17	276	19.3
3_5_place_dp	1.56	158	18.2
2_1_floorplan	2.17	158	-
## power breakdown
part / switching (uW) / internal, uW
Sequential: 0 / 155
Clock: 48.5 / 61.5
Combinational: 0 / 0
## cell usage in the layout, fill, tap and decap left out
cell type and count:
inv_1 2, nand2_1 4, xor2_1 9, nor4_1 2, nor4b_1 1, nor4_2 2, and3_1 1, xnor2_1 3
ha_1 1, clkbuf_8 1, nand3_1 3, nor2_1 3, nor3_1 4, nand3_2 1, clkdlybuf4s50_1 1, nand4_1 4
clkbuf_4 3, dfxtp_1 14
Power and IR drop assume default switching activity.
